File: flow/design.v
module counter_unit #(
    parameter PC_WIDTH = 32  
)(
    input  logic clk,
    input  logic rst,
    input  logic PCsrc,  
    input  logic [PC_WIDTH-1:0] ImmOp,  
    output logic [PC_WIDTH-1:0] PC
);
logic [PC_WIDTH-1:0] inc_PC;
logic [PC_WIDTH-1:0] branch_PC;
assign branch_PC = PC + ImmOp;  
assign inc_PC = PC + 4;
logic [PC_WIDTH-1:0] next_PC;
assign next_PC = PCsrc? branch_PC : inc_PC;
always_ff @ (posedge clk) begin
  if (rst) PC <= {PC_WIDTH{1'b0}};
  else PC <= next_PC;
end
endmodule
File: flow/run.sh
#!/bin/bash
# OpenROAD 26Q1-2900-gdf79404cd8, Yosys 0.63+post, stock flow scripts
make -C /OpenROAD-flow-scripts/flow DESIGN_CONFIG=/design/flow/config.mk WORK_HOME=/design/flow/orfs finish
File: flow/config.mk
export PLATFORM = sky130hd
export DESIGN_NAME = counter_unit
export DESIGN_NICKNAME = counter_unit
export VERILOG_FILES = /design/flow/design.v
export SDC_FILE = /design/flow/constraint.sdc
export NUM_CORES = 4
export LEC_CHECK = 1
export CORE_UTILIZATION = 50
File: flow/constraint.sdc
current_design counter_unit

set clk_period 9.0
set clk_io_pct 0.2

create_clock -name clk0 -period $clk_period [get_ports {clk}]

set non_clock_inputs [all_inputs -no_clocks]
set_input_delay [expr $clk_period * $clk_io_pct] -clock clk0 $non_clock_inputs
set_output_delay [expr $clk_period * $clk_io_pct] -clock clk0 [all_outputs]
==> reports/metrics.cfg <==
[run_status]
outcome=completed

[global_routing]
globalRouteTotalUtil_pct=26.1
number_of_antenna_violations_at_the_first_check_in_global_routing=0
wire_length_of_the_first_global_routing_pass_um=14800
maximum_number_of_pins_on_one_net_before_global_route_repair=62
grt_pass1_vias=3071
global_route.overflow_total=0

[sta]
max_slew_margin_pct=56.7
period_needed_ps=4320
maxSlewViolCount=0
final_setup_fails=0
max_freq_mhz=231
post-route-period-util_pct=48.0
fin_tns_setup_ps=0
final.hold.worst_slack_ps=544
report.final.hold_viol_count=0
setup_repair_after_global_routing_missed_its_margin=no
clock_skew_ps=5.86
tightest_slew_ps=647

[setup_path]
crit_arrival_ps=4560
cp_max_fo=4
r2r_start=PC[0]
worst-setup-path-type=in2reg
required_ps=9230
setup.worst_path.end_class=flop
worst_setup_path_start_kind=primary input
setup.worst_path.start=ImmOp[0]

[cts]
maximum_count_of_clock_buffers_along_a_single_path=2
clock-sinks=32
holdBufCountCts=0
cts.repair_timing.setup_buffer_count=0
tritoncts=built
buffer_cell_driving_the_clock_tree_root=sky130_fd_sc_hd__clkbuf_8
clk-insertion-delay-late_ps=290
htreeDepth=2
cts-buffers-inserted=5
post_cts.resized_instances=0
clk_pin_slew_worst_paths_ps=70

[logic_synthesis]
synth_async_sr_flop_share_pct=0
yosysUniqueCellTypes=59
postSynthSeqShare_pct=19.2
synth_top_cell_by_area=sky130_fd_sc_hd__dfxtp_1
area_leaders=sky130_fd_sc_hd__dfxtp_1 19%, sky130_fd_sc_hd__ha_1 12%, sky130_fd_sc_hd__xnor2_1 8.1%
numSynthFlops=32
yosys_warnings=1
ys_dominant_reg_cell=sky130_fd_sc_hd__dfxtp_1
synth.top_cell.area_share_pct=19.2
yosys_area_um2=3340
netlist_instances=438
synth_area_per_cell_um2=7.62
synth.yosys.num_cells=438
synth-edff-count=0
netlist_area_um2=3340

[floorplanning]
design.die.area_um2=7010
fp_util_pct=52.3
core_um2=6390
io-pin-count=67
die_x_um=83.7
row_count=29
die_outline_height_um=83.7

[route]
post_drt_via_cell_ratio=5.87
antenna_diode_instance_count=0
count_of_vias_placed_by_the_detailed_router=3372
avgRoutedWirePerCell_um=15.5
total_wirelength_um=8900
drt.antenna.violating_nets=0
drc=0
drt_pass1_iterations=5
drt-initial-drc-count=191

[job]
timing.max_cap.violations=0
openroad_warning_count=26

[finish]
layout_top_registers=PC: 32 flops
area_delta_synth_final_pct=23.4
layout-drive-gt1-share_pct=4.63
registers.top_by_ff_count=PC
filler_cell_count=542
largest_reg_flops=32

[min_path]
timing.hold.worst.class=reg2reg
min_from=PC[1]

[place]
post-dp-hpwl_um=6740
portBuffers=66
gpl.final_weighted_congestion=0.974

[power_and_ir_drop]
p_leak_uw=0.00169
p_int_uw=363
share_comb_of_total_power_pct=49.7
power_frac_seq_pct=31.8
switching_power_uw=233
max_ir_drop_vdd_mv=0.0841
switching_share_pct=39.1
pwr-share-clk_pct=18.4
power.density_cell_area_nw_per_um2=145

final cells by class:
| class | instances | area, um^2 | share of cell area [%] |
|---|---|---|---|
| Tap cell | 77 | 96.3 | 2.34 |
| Clock buffer | 6 | 72.6 | 1.76 |
| Inverter | 14 | 52.6 | 1.28 |
| Timing Repair Buffer | 68 | 671 | 16.3 |
| Clock inverter | 1 | 5.00 | 0.121 |
| Multi-Input combinational cell | 376 | 2580 | 62.7 |
| Sequential cell | 32 | 641 | 15.5 |
layout by cell type (no fill, tap or decap), types with 3 or more instances in the layout:
| cell | instances |
|---|---|
| sky130_fd_sc_hd__clkdlybuf4s50_1 | 65 |
| sky130_fd_sc_hd__nor2_1 | 55 |
| sky130_fd_sc_hd__nand2_1 | 35 |
| sky130_fd_sc_hd__dfxtp_1 | 32 |
| sky130_fd_sc_hd__ha_1 | 32 |
| sky130_fd_sc_hd__a21oi_1 | 31 |
| sky130_fd_sc_hd__xnor2_1 | 31 |
| sky130_fd_sc_hd__a211oi_1 | 24 |
| sky130_fd_sc_hd__nand3_1 | 19 |
| sky130_fd_sc_hd__xor2_1 | 19 |
| sky130_fd_sc_hd__a21o_1 | 17 |
| sky130_fd_sc_hd__o21ai_0 | 16 |
| sky130_fd_sc_hd__inv_1 | 14 |
| sky130_fd_sc_hd__nor3_1 | 7 |
| sky130_fd_sc_hd__nor2b_1 | 6 |
| sky130_fd_sc_hd__and4_1 | 5 |
| sky130_fd_sc_hd__nand4_1 | 5 |
| sky130_fd_sc_hd__o21ai_1 | 5 |
| sky130_fd_sc_hd__clkbuf_8 | 5 |
| sky130_fd_sc_hd__and3_1 | 4 |
| sky130_fd_sc_hd__o22ai_1 | 4 |
| sky130_fd_sc_hd__o21a_1 | 4 |
| sky130_fd_sc_hd__o2111ai_1 | 4 |
| sky130_fd_sc_hd__o21bai_1 | 4 |
| sky130_fd_sc_hd__nand2b_1 | 4 |
| sky130_fd_sc_hd__and2_1 | 3 |
| sky130_fd_sc_hd__nor4b_1 | 3 |
final timing paths:
| check | end | slack, ps | cells past startpoint |
|---|---|---|---|
| setup / recovery | PC[28] | 4680 | 12 |
| hold / removal | PC[1] | 540 | 2 |
| setup reg to reg | PC[28] | 6280 | 11 |
| hold reg to reg | PC[1] | 540 | 2 |
kinds of logic after synthesis:
family / Yosys count / share of synthesized area, %
adder cells (fa/ha/maj): 33 / 12.6
buffers and inverters: 30 / 3.45
multiplexers: 3 / 1.05
XOR/XNOR: 50 / 13.1
AND-OR/OR-AND: 130 / 26.3
AND/OR/NAND/NOR: 160 / 24.3
flip-flops: 32 / 19.2
metal layers:
layer / vias to the layer above / wire length [um] / GRT usage (%)
li1: 1732 / - / -
met1: 1538 / 4410 / 40.7
met2: 95 / 3960 / 40.7
met3: 7 / 438 / 3.21
met4: 0 / 87 / 2.62
met5: - / 0 / 0
power groups by stage:
stage                 Sequential (uW)  Combinational, uW  Clock (uW)
after CTS                         190                295         113
after global routing              193                330         118
final                             190                296         110
Yosys cell counts, types with 3 or more instances:
master	n
sky130_fd_sc_hd__o22ai_1	4
sky130_fd_sc_hd__a211oi_1	24
sky130_fd_sc_hd__a21oi_1	31
sky130_fd_sc_hd__and2_1	3
sky130_fd_sc_hd__o21a_1	4
sky130_fd_sc_hd__nor4b_1	3
sky130_fd_sc_hd__o21ai_0	16
sky130_fd_sc_hd__o21bai_1	4
sky130_fd_sc_hd__nor3_1	7
sky130_fd_sc_hd__dfxtp_1	32
sky130_fd_sc_hd__clkbuf_1	13
sky130_fd_sc_hd__inv_1	14
sky130_fd_sc_hd__nand3_1	19
sky130_fd_sc_hd__nor2b_1	6
sky130_fd_sc_hd__nand4_1	5
sky130_fd_sc_hd__xor2_1	19
sky130_fd_sc_hd__o21ai_1	5
sky130_fd_sc_hd__a21o_1	17
sky130_fd_sc_hd__and3_1	4
sky130_fd_sc_hd__nand2_1	35
sky130_fd_sc_hd__nand2b_1	4
sky130_fd_sc_hd__and4_1	5
sky130_fd_sc_hd__o2111ai_1	4
sky130_fd_sc_hd__nor2_1	55
sky130_fd_sc_hd__xnor2_1	31
sky130_fd_sc_hd__ha_1	32
worst max-delay path, cell delays in order:
cell,delay [ps]
sky130_fd_sc_hd__clkdlybuf4s50_1,460
sky130_fd_sc_hd__ha_1,190
sky130_fd_sc_hd__inv_1,60
sky130_fd_sc_hd__fa_1,400
sky130_fd_sc_hd__nor2b_1,160
sky130_fd_sc_hd__o31a_1,210
sky130_fd_sc_hd__o21ai_1,150
sky130_fd_sc_hd__a21oi_1,250
sky130_fd_sc_hd__o21a_1,210
sky130_fd_sc_hd__o21ai_1,90
sky130_fd_sc_hd__a2111oi_0,420
sky130_fd_sc_hd__or3b_1,160
per-stage QoR:
stage	setup WS (ps)	total power, uW	std cells	instance area (um^2)	util (%)
after floorplan	5180	385	438	3340	-
after global placement	4570	485	567	4040	63.3
after detailed placement	4430	485	567	4040	63.3
after CTS	4700	597	574	4120	64.5
after global routing	4490	641	574	4120	64.5
final	4680	596	574	4120	64.5
Power is estimated from default activity; no workload was simulated.
