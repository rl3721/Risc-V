`constraint.sdc`:
```
current_design RegFile

set clk_period 6.4
set clk_io_pct 0.2

create_clock -name clk0 -period $clk_period [get_ports {clk}]

set non_clock_inputs [all_inputs -no_clocks]
set_input_delay [expr $clk_period * $clk_io_pct] -clock clk0 $non_clock_inputs
set_output_delay [expr $clk_period * $clk_io_pct] -clock clk0 [all_outputs]
```
`config.mk`:
```
export PLATFORM = sky130hd
export DESIGN_NAME = RegFile
export DESIGN_NICKNAME = RegFile
export VERILOG_FILES = /design/flow/design.v
export SDC_FILE = /design/flow/constraint.sdc
export NUM_CORES = 4
export LEC_CHECK = 1
export CORE_UTILIZATION = 40
```
`design.v`:
```
module RegFile #(
    parameter D_WIDTH = 32,
    parameter A_WIDTH = 5
)(
    input logic clk,
    input logic [A_WIDTH-1:0] AD1,
    input logic [A_WIDTH-1:0] AD2,
    input logic [A_WIDTH-1:0] AD3,
    input logic WE3,
    input logic [D_WIDTH-1:0] WD3,
    output logic [D_WIDTH-1:0] RD1,
    output logic [D_WIDTH-1:0] RD2,
    output logic [D_WIDTH-1:0] a0
);
logic [D_WIDTH-1:0] mem [0: 2**A_WIDTH -1];
initial begin
    mem[0] = 32'b0;
    end
always_comb begin
    RD1 = mem[AD1];
    RD2 = mem[AD2];
    a0 = mem[10];
end
always_ff @( posedge clk ) begin 
    if (WE3) mem[AD3] <= WD3;  
end
endmodule
```
`run.sh`:
```
#!/bin/bash
# OpenROAD 26Q1-2900-gdf79404cd8, Yosys 0.63+post, stock flow scripts
make -C /OpenROAD-flow-scripts/flow DESIGN_CONFIG=/design/flow/config.mk WORK_HOME=/design/flow/orfs finish
```
==> out/summary.txt <==
outcome = finished, final reports clean
design internal power = 0.01127 W
total setup violations reported at the end of the flow = 0
critical path arrival = 4.31 ns
Yosys warnings = 1
Max Root-Sink Buffers = 3
tally of max-capacitance violations = 0
detailed router's first-iteration violation count = 2024
async set-or-reset flop fraction in the synthesized netlist = 0
Largest type area fraction = 0.6303
power per cell area = 264.2 nW/µm²
crit path time final = 5.595 ns
kind of launch point of the worst setup path = input port
Met3 Routed Length = 21720 µm
RSZ-0062 raised after global routing = no
min-delay src = WD3[24]
leading cell types by total area after synthesis = sky130_fd_sc_hd__edfxtp_1 63%, sky130_fd_sc_hd__mux2i_1 21%, sky130_fd_sc_hd__a22oi_1 3.0%
total die size = 123400 µm²
Required @ worst endpoint = 5.12 ns
Setup Buffers After CTS = 0
worst IR drop on VDD = 0.2334 mV
number of top-level pins = 145
leading register cell type out of synthesis = sky130_fd_sc_hd__edfxtp_1
Port Buffers = 144
routed length on met2 = 70740 µm
instance tally after logic synthesis = 3386
Switching Fraction = 0.2347
post-synthesis average cell area = 14.41 µm²
clock network fraction of total power = 0.396
Period Utilization, post-route = 0.8742
maximum fanout along the worst path = 22
total power = 0.01473 W
DR top layer = met5
clock tree from TritonCTS = built
Syn Std Cell Area = 48790 µm²
vias in the first global route = 32060
total via count in the routed design = 31060
OpenROAD warning count = 26
transition time of the tightest slew-check pin = 0.9415 ns
fraction of power consumed by sequential logic = 0.509
Max Transition Viols Final = 0
relative slew slack = 0.3710
type of the tightest min-delay check = in2reg
clock tree root buffer cell = sky130_fd_sc_hd__clkbuf_16
number of antenna violations at the first check in global routing = 5
yosys-reported design area after synthesis = 48790 µm²
met1 WL = 57420 µm
global-route congestion overflow total = 0
most used standard cells in the synthesized netlist = 1024 x sky130_fd_sc_hd__edfxtp_1, 1024 x sky130_fd_sc_hd__mux2i_1, 195 x sky130_fd_sc_hd__nand2_1
Die Width = 351.2 µm
P_leak = 20.38 nW
highest attainable clock frequency = 178.7 MHz
Detailed Route WL = 154300 µm
share of the yosys chip area belonging to registers = 0.6303
sequential standard cell area = 30750 µm²
count of instantiated cells in the yosys netlist = 3386
largest net degree at the start of global routing = 89
number of enable-type register cells in the synthesized netlist = 1024
# diodes = 0
Placement Rows = 127
layout cell share with drive strength beyond 1 = 0.09517
largest register by flop count = mem
clock buffers created by TritonCTS = 105
setup TNS after final layout = 0 ns
Hold Violations, Final = 0
max FFs per register = 1024
CTS hold repair buffers = 0
number of optimization iterations in the first detailed-route pass = 5
combinational group share of total power = 0.096
cell count of the worst hold path = 2
filler cell count in the final layout = 10420
area of the core = 120400 µm²
distinct cell type count of the synthesized netlist = 23
registers with the most flip-flops = mem: 1024 flops
total half-perimeter wirelength after legalization and detailed placement = 90400 µm
Clock Pin Slew Worst Setup and Hold Paths = 0.06 ns
FF+latch count, synth = 1024
average wire length per cell after detail routing = 29.47 µm
Net Switching = 0.003457 W
area added between synthesis and finish = 14.29%
type of element capturing the critical path = output pin
floorplan utilization = 0.4051
end point of the most critical hold path = mem[9][24]
Logic cell area = 16780 µm²
remaining design rule violation count = 0
Setup Crit Path Kind = in2out
Resized Gates After CTS = 0
first-pass GRT wire length = 220500 µm
level count of the clock H-tree = 3
antenna viol nets, final = 0
library cell occupying the most area in the post-synthesis netlist = sky130_fd_sc_hd__edfxtp_1
vias per cell = 5.930
clk sinks = 1024
GRT Overall Usage = 0.2684
overall die height = 351.2 µm
final weighted congestion in routability-driven placement = 0.8855
-- cell type report --
type,instances,share of cell area
Timing Repair Buffer,296,0.05345
Clock buffer,127,0.04898
Sequential cell,1024,0.5515
Clock inverter,69,0.009043
Tap cell,1612,0.03617
Multi-Input combinational cell,2109,0.3009
-- placed cells by master, fill, tap and decap left out --
cell type,n
sky130_fd_sc_hd__clkdlybuf4s50_1,142
sky130_fd_sc_hd__and2_4,2
sky130_fd_sc_hd__nand2_1,193
sky130_fd_sc_hd__edfxtp_1,1024
sky130_fd_sc_hd__nor2_1,1
sky130_fd_sc_hd__buf_4,121
sky130_fd_sc_hd__a21oi_1,192
sky130_fd_sc_hd__nand2b_2,4
sky130_fd_sc_hd__or3b_2,3
sky130_fd_sc_hd__clkbuf_1,21
sky130_fd_sc_hd__nand3b_1,5
sky130_fd_sc_hd__a22o_1,128
sky130_fd_sc_hd__clkinv_2,19
sky130_fd_sc_hd__buf_8,2
sky130_fd_sc_hd__buf_12,31
sky130_fd_sc_hd__nor3_1,64
sky130_fd_sc_hd__clkbuf_16,106
sky130_fd_sc_hd__a22oi_1,192
sky130_fd_sc_hd__inv_6,3
sky130_fd_sc_hd__nor2b_4,4
sky130_fd_sc_hd__or3_1,1
sky130_fd_sc_hd__nand2_2,2
sky130_fd_sc_hd__clkinv_8,3
sky130_fd_sc_hd__clkinvlp_4,3
sky130_fd_sc_hd__a31oi_1,64
sky130_fd_sc_hd__nor2_4,34
sky130_fd_sc_hd__mux2i_1,1024
sky130_fd_sc_hd__nand3_1,194
sky130_fd_sc_hd__bufinv_16,6
sky130_fd_sc_hd__clkinv_1,35
sky130_fd_sc_hd__or2_2,2
-- worst max path at each step --
stage	to	cells after the start	startpoint	slack (ns)
CTS	RD1[10]	8	AD1[0]	0.83
global route	RD1[10]	8	AD1[0]	0.72
finish	RD1[9]	7	AD1[0]	0.81
-- power by group through the flow --
stage | clock, W | sequential, W | combinational (W)
4_1_cts | 0.00591 | 0.00749 | 0.00140
5_1_grt | 0.00615 | 0.00750 | 0.00149
6_report | 0.00583 | 0.00750 | 0.00141
-- cell families after synthesis --
family                 count (synthesis)  share of synthesized area
AOI/OAI and AO/OA                    576                    0.08042
buffers and inverters                253                    0.03211
DFF                                 1024                     0.6303
muxes                               1024                     0.2101
and+or+nand+nor                      509                    0.04714
-- critical path: stages --
cell and delay [ns]:
sky130_fd_sc_hd__clkdlybuf4s50_1 0.62, sky130_fd_sc_hd__nor2b_4 0.83, sky130_fd_sc_hd__buf_4 0.42, sky130_fd_sc_hd__a22oi_1 0.15, sky130_fd_sc_hd__a31oi_1 0.22, sky130_fd_sc_hd__nand3_1 0.27
sky130_fd_sc_hd__clkdlybuf4s50_1 0.50
-- metrics by stage --
stage          hold slack, ns  area, µm²  cells  utilization  worst slack (ns)
3_3_place_gp            2.063      52530   5041       0.4361            0.9112
3_5_place_dp            2.074      52530   5041       0.4361            0.8208
6_report                1.425      55760   5237       0.4629            0.8051
4_1_cts                 1.385      55760   5237       0.4629            0.8265
2_1_floorplan           1.379      48790   3386            -             2.686
5_1_grt                 1.422      55760   5237       0.4629            0.7178
-- metal layers --
metal	vias to the layer above	track usage
met1	15340	0.3551
met5	-	0.004710
met2	1739	0.3970
li1	13710	-
met4	12	0.05901
met3	254	0.1581
No activity file was given, so power comes from the tool's default toggle rates.
